[/design/flow/design.v]
`timescale 1ns / 1ps
module pos_oneshot(
		input i_clk, i_reset,
				input_pulse,
		output reg oneshot
    );
parameter state0=0, state1=1, state2=2, state3=3;
reg [1:0] state = 0;
always@(state)
	if(state==state1) oneshot<=1;
	else oneshot<=0;
always @ (posedge i_clk)
	if( i_reset==0)	begin state <= 0;end 
	else
	case (state)
	0:	if (input_pulse==0) state<=state0; else state<=state1;
	1:	if (input_pulse==0) state<=state0; else state<=state3;
	2:	state<=state0;
	3:	if (input_pulse==0) state<=state0; else state<=state3;
	endcase
endmodule
`timescale 1ns / 1ps
module clk_en_sig  #(parameter DEFAULT_HALF_PERIOD = 22'd125000)(
input s_axi_aclk,s_axi_aresetn,
input [21:0] i_gpio_half_period,
input write_hp,
output reg clk_en_sig
    );
    reg [21:0] divisor = 0;
    reg [21:0] count = 0;
pos_oneshot write_hp_os(
     .i_clk(s_axi_aclk),.i_reset(s_axi_aresetn),
                    .input_pulse(write_hp),
            .oneshot(write_os)
        );
    always @(posedge s_axi_aclk)
    begin
        if(s_axi_aresetn == 1'b0) 
            begin
                count <= 1'b0;
                clk_en_sig <= 1'b0;
                divisor <=DEFAULT_HALF_PERIOD;
            end
            else if (write_os == 1'b1)
            begin
                divisor <= i_gpio_half_period;
                count <= 1'b0;
            end
            else if(count == divisor)
            begin
            count <= 1'b0;
            clk_en_sig <= 1'b1;
            end
            else begin count <= count + 1'b1; clk_en_sig = 1'b0; end
    end
endmodule
[/design/flow/config.mk]
export PLATFORM = sky130hd
export DESIGN_NAME = clk_en_sig
export DESIGN_NICKNAME = clk_en_sig
export VERILOG_FILES = /design/flow/design.v
export SDC_FILE = /design/flow/constraint.sdc
export NUM_CORES = 4
export LEC_CHECK = 1
export CORE_UTILIZATION = 30
[/design/flow/constraint.sdc]
current_design clk_en_sig

set clk_period 3.5
set clk_io_pct 0.2

create_clock -name clk0 -period $clk_period [get_ports {s_axi_aclk}]

set non_clock_inputs [all_inputs -no_clocks]
set_input_delay [expr $clk_period * $clk_io_pct] -clock clk0 $non_clock_inputs
set_output_delay [expr $clk_period * $clk_io_pct] -clock clk0 [all_outputs]
[/design/flow/run.sh]
#!/bin/bash
# OpenROAD 26Q1-2900-gdf79404cd8, Yosys 0.63+post, stock flow scripts
make -C /OpenROAD-flow-scripts/flow DESIGN_CONFIG=/design/flow/config.mk WORK_HOME=/design/flow/orfs finish
==> job_summary.md <==
### Yosys + OpenROAD results

| Metric | Value |
|---|---|
| Final Worst Setup Slack | 1.66 ns |
| Crit-path max FO | 7 |
| Worst-path clk slew | about 0.080 ns |
| Top cells excl fill/tap | 52 x nand2_1, 47 x dfxtp_1, 29 x nor2_1 |
| Final setup viols | 0 |
| Post-Syn Area | about 2100 um^2 |
| Netlist cell types | 25 |
| # resized after CTS | 0 |
| Highest routed metal layer | met4 |
| Routed met3 length | 116 um |
| PortBufs | 25 |
| Layout fillers | 693 |
| Grt ovf | 0 |
| Sequential Power Share | 0.588 |
| FP Util | 0.311 |
| Final min period | 1.84 ns |
| Switching Power | around 0.00022 W |
| MaxCap Viol Count | 0 |
| Vias/cell | roughly 4.3 |
| Syn-to-layout area delta | 20.2% |
| Syn Area/Cell | 8.55 um^2 |
| Worst hold path depth | 1 |
| Setup total negative slack | 0 ns |
| Crit-path leading delay family | simple AND/OR/NAND/NOR gates |
| Routed Antenna Nets | 0 |
| Top cells, area | dfxtp_1 45%, xor2_1 11%, nand2_1 9.2% |
| Worst hold path type | reg2reg |
| Worst path cell trace | nand4_2 > or4_4 > nor3_2 > xnor2_1 > nor2_2 |
| Total Routing Usage GR | 0.118 |
| FF+latch count, synth | 47 |
| Clock power share | 0.322 |
| Slew Limit Headroom | 0.759 |
| Final-report hold violation count | 0 |
| Post-synth seq share | 0.446 |
| CP endpoint kind | register |
| Rows | 30 |
| Crit path depth | 5 |
| Fin cells | 368 |
| Number of detailed-route iterations in the first pass | 4 |
| Fin. max-slew vios | 0 |
| Area of the core | 6790 um^2 |
| Die height | 85.9 um |
| Clk buf depth | 2 |
| Die X | 85.9 um |
| CP Launch Type | register |
| Synth warn | 3 |
| Vias | 1576 |
| Metal2 WL | 1.57 mm |
| Most common logic cell in the routed design | nand2_1 |
| Critical path arrival | 2.02 ns |
| Cell total in the yosys stat output | 247 |
| Routed WL | 3.98 mm |
| # Post-CTS Setup Buffers | 0 |
| Post-synth top area cell | dfxtp_1 |
| Worst stage delay on the critical path | 0.61 ns |
| Cts bufs inserted | 5 |
| Chip Area, Yosys | 2110 um^2 |
| Worst vdd ir | between 0.2 and 0.25 mV |
| Switching share of power | 0.232 |
| H-Tree Depth | 2 |
| Power Density | 380 nW/um^2 |
| Ratio of cells with drive above 1 in the final layout | 0.0809 |
| Area leader share | 0.446 |
| RSZ-0062 raised after global routing | false |
| Root Driver | clkbuf_8 |
| Dpl cells | 360 |
| Pint | 0.000740 W |
| CTS sink count | 47 |
| Routed met1 length | between 2 and 2.5 mm |
| Initial DRC count | 121 |
| Comb power frac | 0.091 |
| Largest net degree at the start of global routing | 26 |
| DRC violations left | 0 |
| Pre-CTS setup slack | approximately 1.4 ns |
| Final Skew | 0.00586 ns |
| Latency at later pin | 0.29 ns |
| Util after Layout | 0.373 |
| Hold_buf cts | 0 |
| Drt wl/cell | 10.8 um |
| Tool warning count | 25 |
| Routability cong. | 0.813 |
| Buffer and inverter count on the worst path | 0 |
| F_max | approximately 540 MHz |
| Initial antenna violation count | 0 |
| Type of the worst setup path | reg2reg |
| Pleak | 0.937 nW |
| CTS tree | done |
| Global-route wire length before repair | 6.82 mm |
| Dpl hpwl | 2.93 mm |
| Status | finished clean |
| Vias in the first global route | 1407 |
| Tcrit/Tclk final | 0.526 |
| Measured slew at the worst slew-check pin | 0.358 ns |
| R2R depth | 5 |
| IO Count | 26 |
| Final Power | just under 0.001 W |
| Critical path's slowest cell | or4_4 |
| Ant. Diodes | 0 |
| Chip area | about 7400 um^2 |
| Critical Path RT | 3.68 ns |
| Mapped Cells | between 200 and 250 |
[power by group through the flow]
stage	combinational (W)	sequential [W]	clock, W
finish	0.0000873	0.000566	0.000310
global route	0.0000980	0.000569	0.000343
CTS	0.0000889	0.000566	0.000321
[per-stage QoR]
stage          hold slack [ns]  instance area [um^2]
2_1_floorplan            0.419                  2110
3_3_place_gp             0.431                  2450
3_5_place_dp             0.439                  2450
4_1_cts                  0.453                  2540
5_1_grt                  0.491                  2540
6_report                 0.449                  2540
[metal layers]
metal / global-route usage / vias up
met5: 0 / -
met4: 0.0227 / 0
met3: 0.0205 / 6
met2: 0.157 / 26
met1: 0.204 / 697
li1: - / 847
[sequential cells by signal (all words and copies together) (netlist names)]
name / flops
write_hp_os.state: 2
clk_en_sig: 1
divisor: 22
count: 22
[path summary, 6_finish.rpt]
kind / from / end / slack, ns
worst min register to register: write_hp_os.state[1]$_SDFF_PN0_ / write_hp_os.state[0]$_SDFF_PN0_ / 0.45
worst max register to register: count[8]$_SDFF_PP0_ / count[21]$_SDFF_PP0_ / 1.66
worst min-delay path: write_hp_os.state[1]$_SDFF_PN0_ / write_hp_os.state[0]$_SDFF_PN0_ / 0.45
worst max-delay path: count[8]$_SDFF_PP0_ / count[21]$_SDFF_PP0_ / 1.66
[layout make-up]
type | instances | area, um^2 | area share
clock buffers | 7 | 76.3 | 0.0301
flip-flops and latches | 47 | 941 | 0.371
inverters | 5 | 18.8 | 0.00740
multi-input cells | 183 | 1090 | 0.432
well taps | 96 | 120 | 0.0474
repair buffers | 29 | 280 | 0.111
clock inverters | 1 | 5.00 | 0.00197
[kinds of logic (layout without fill, tap and decap cells)]
logic type / after synthesis / in the layout / share of synthesized area
simple gates: 122 / 122 / 0.276
flops: 47 / 47 / 0.446
xor+xnor: 42 / 42 / 0.174
compound gates: 18 / 18 / 0.0628
buf+inv: 17 / 42 / 0.0356
fa+ha+maj: 1 / 1 / 0.00593
[synth_stat cells (all sizes together)]
| cell | count |
|---|---|
| clkbuf | 8 |
| xor2 | 26 |
| or4 | 1 |
| nand4 | 6 |
| o31ai | 1 |
| a21oi | 1 |
| nor4 | 5 |
| nor3 | 8 |
| a21boi | 15 |
| dfxtp | 47 |
| xnor2 | 16 |
| inv | 5 |
| nand3 | 15 |
| nor2 | 32 |
| nand2 | 52 |
| or2 | 1 |
| o21bai | 1 |
| ha | 1 |
| and4 | 1 |
| nand2b | 1 |
| buf | 4 |
[worst register-to-register path, stage by stage, from the launching register on]
cell and delay, ns:
dfxtp_1 0.50, nand4_2 0.16, or4_4 0.61, nor3_2 0.25, xnor2_1 0.17, nor2_2 0.04
Power figures rest on the tool's default switching activity, not on a simulated workload.
